==> /design/flow/design.v <==
`timescale 100ps/100ps
module carry4(
    input[3:0] p,
    input[3:0] g,
    input cin,
    output bp,
    output bg,
    output[2:0] cout
);
assign bp = &p;
assign bg = g[3]|(p[3]&g[2])|(p[3]&p[2]&g[1])|(p[3]&p[2]&p[1]&g[0]);
assign cout[0] = g[0]|(p[0]&cin);
assign cout[1] = g[1]|(p[1]&g[0])|(p[1]&p[0]&cin);
assign cout[2] = g[2]|(p[2]&g[1])|(p[2]&p[1]&g[0])|(p[2]&p[1]&p[0]&cin);
endmodule
module add_128(
    input[127:0] a,
    input[127:0] b,
    output[127:0] sum
);
wire cin;
assign cin = 0;
wire[127:0] c;
wire[127:0] p,g;
assign p = a|b;
assign g = a&b;
wire[31:0] bp,bg;
genvar i;
generate
for(i = 0; i < 32; i = i + 1)
begin
carry4 cgen_s0(
    .p(p[i*4+3:i*4]),
    .g(g[i*4+3:i*4]),
    .cin(c[i*4]),
    .bp(bp[i]),
    .bg(bg[i]),
    .cout(c[i*4+3:i*4+1])
);
end
endgenerate
wire[7:0] bbp,bbg;
generate
for(i = 0; i < 8; i = i + 1)
begin
carry4 cgen_s1(
    .p(bp[i*4+3:i*4]),
    .g(bg[i*4+3:i*4]),
    .cin(c[i*16]),
    .bp(bbp[i]),
    .bg(bbg[i]),
    .cout({c[i*16+12],c[i*16+8],c[i*16+4]})
);
end
endgenerate
wire[1:0] bbbp,bbbg;
generate
for(i = 0; i < 2; i = i + 1)
begin
carry4 cgen_s2(
    .p(bbp[i*4+3:i*4]),
    .g(bbg[i*4+3:i*4]),
    .cin(c[i*64]),
    .bp(bbbp[i]),
    .bg(bbbg[i]),
    .cout({c[i*64+48],c[i*64+32],c[i*64+16]})
);
end
endgenerate
assign c[0] = cin;
assign c[64] = bbbg[0]|(bbbp[0]&cin);
wire[127:0] y;
assign y = (~a&~b&c)|(~a&b&~c)|(a&~b&~c)|(a&b&c);
assign sum = y;
endmodule
`timescale 100ps/100ps
module booth(
    input[2:0] a,
    input[63:0] b,
    output x,
    output[127:0] y  
);
wire s;
assign s = a[2];  
wire[1:0] ai;
assign ai = s ? ~a : a;
wire[2:0] z;
assign z[0] = ~(ai[0]|ai[1]);  
assign z[1] = ai[0]^ai[1];  
assign z[2] = ai[0]&ai[1];  
reg[127:0] res;
always @(*)
begin
    case(z)
    3'b001:
        res = 128'b0;
    3'b010:
        res = {{64{b[63]}},b};  
    3'b100:
        res = {{63{b[63]}},b,1'b0};  
    default: res = 128'bx;
    endcase
end
assign x = s;
assign y = s ? ~res : res;
endmodule
module adder(
    input[127:0] a,
    input[127:0] b,
    input[127:0] c,
    output[127:0] x,
    output[127:0] y
);
genvar i;
generate
for(i = 0; i < 128; i = i + 1)
assign {x[i],y[i]} = a[i]+b[i]+c[i];
endgenerate
endmodule
module DFF
#(
    parameter WIDTH = 32
)(
    input clk,
    input rst_n,
    input vld_in,
    input[WIDTH-1:0] a,
    output reg vld_out,
    output reg[WIDTH-1:0] x
);
always @(posedge clk or negedge rst_n)
begin
    if(!rst_n)
    begin
        vld_out <= 0;
    end else
    begin
        vld_out <= vld_in;
        if(vld_in) x <= a;
    end
end
endmodule
module mul_signed_64(
    input clk,
    input rst_n,
    input stb,  
    input[63:0] din1,
    input[63:0] din2,
    output valid_out,
    output[127:0] dout
);
wire[2:0] vld;
wire[63:0] a, b;
DFF #(128) latch0(
    .clk(clk),
    .rst_n(rst_n),
    .vld_in(stb),
    .a({din1, din2}),
    .vld_out(vld[0]),
    .x({a, b})
);
wire[64:0] ai;
assign ai = {a,1'b0};
wire[127:0] p[32:0];
wire[127:0] cin;
genvar i;
generate
for(i = 0; i < 32; i = i + 1)
begin
booth enc(
    .a(ai[i*2+2:i*2]),
    .b(b),
    .x(cin[i*2]),
    .y(p[i])
);
assign cin[i*2+1] = 0;
end
endgenerate
assign cin[127:64] = 0;
wire[127:0] c0[11:0];
wire[127:0] s0[11:0];
genvar j;
generate
for(j = 0; j < 11; j = j + 1)
begin
adder csa_s0(.a(p[j*3]<<(j*6)), .b(p[j*3+1]<<(j*6+2)), .c(j==10?cin:(p[j*3+2]<<(j*6+4))), .x(c0[j]), .y(s0[j]));
end
endgenerate
wire[127:0] c1[8:0];
wire[127:0] s1[8:0];
generate
for(j = 0; j < 4; j = j + 1)
begin
adder csa_s1_0(.a(c0[j*3]<<1), .b(s0[j*3+1]), .c(j==3?0:(c0[j*3+2]<<1)), .x(c1[j*2]), .y(s1[j*2]));
adder csa_s1_1(.a(s0[j*3]), .b(c0[j*3+1]<<1), .c(j==3?0:s0[j*3+2]), .x(c1[j*2+1]), .y(s1[j*2+1]));
end
endgenerate
wire[127:0] c2[5:0];
wire[127:0] s2[5:0];
generate
for(j = 0; j < 3; j = j + 1)
begin
adder csa_s2_0(.a(c1[j*3]<<1), .b(s1[j*3+1]), .c(j==2?0:(c1[j*3+2]<<1)), .x(c2[j*2]), .y(s2[j*2]));
adder csa_s2_1(.a(s1[j*3]), .b(c1[j*3+1]<<1), .c(j==2?0:s1[j*3+2]), .x(c2[j*2+1]), .y(s2[j*2+1]));
end
endgenerate
wire[127:0] c3[5:0];
wire[127:0] s3[5:0];
DFF #(1536) latch1(
    .clk(clk),
    .rst_n(rst_n),
    .vld_in(vld[0]),
    .a({c2[0],c2[1],c2[2],c2[3],c2[4],c2[5],s2[0],s2[1],s2[2],s2[3],s2[4],s2[5]}),
    .vld_out(vld[1]),
    .x({c3[0],c3[1],c3[2],c3[3],c3[4],c3[5],s3[0],s3[1],s3[2],s3[3],s3[4],s3[5]})
);
wire[127:0] c4[3:0];
wire[127:0] s4[3:0];
generate
for(j = 0; j < 2; j = j + 1)
begin
adder csa_s3_0(.a(c3[j*3]<<1), .b(s3[j*3+1]), .c(c3[j*3+2]<<1), .x(c4[j*2]), .y(s4[j*2]));
adder csa_s3_1(.a(s3[j*3]), .b(c3[j*3+1]<<1), .c(s3[j*3+2]), .x(c4[j*2+1]), .y(s4[j*2+1]));
end
endgenerate
wire[127:0] c5[2:0];
wire[127:0] s5[2:0];
adder csa_s4_0(.a(c4[0]<<1), .b(c4[1]<<1), .c(s4[1]), .x(c5[0]), .y(s5[0]));
adder csa_s4_1(.a(c4[2]<<1), .b(c4[3]<<1), .c(s4[3]), .x(c5[1]), .y(s5[1]));
adder csa_s4_2(.a(s4[0]), .b(s4[2]), .c(128'b0), .x(c5[2]), .y(s5[2]));
wire[127:0] c6[1:0];
wire[127:0] s6[1:0];
adder csa_s5_0(.a(s5[0]), .b(s5[1]), .c(c5[2]<<1), .x(c6[0]), .y(s6[0]));
adder csa_s5_1(.a(c5[0]<<1), .b(c5[1]<<1), .c(s5[2]), .x(c6[1]), .y(s6[1]));
wire[127:0] c7[1:0];
wire[127:0] s7[1:0];
adder csa_s6_0(.a(c6[0]<<1), .b(c6[1]<<1), .c(s6[1]), .x(c7[0]), .y(s7[0]));
adder csa_s6_1(.a(c7[0]<<1), .b(s7[0]), .c(s6[0]), .x(c7[1]), .y(s7[1]));
wire[127:0] x,y;
DFF #(256) latch2(
    .clk(clk),
    .rst_n(rst_n),
    .vld_in(vld[1]),
    .a({c7[1]<<1, s7[1]}),
    .vld_out(vld[2]),
    .x({x, y})
);
wire[127:0] product;
add_128 cla(
    .a(x),
    .b(y),
    .sum(product)
);
DFF #(128) latch3(
    .clk(clk),
    .rst_n(rst_n),
    .vld_in(vld[2]),
    .a(product),
    .vld_out(valid_out),
    .x(dout)
);
endmodule
==> /design/flow/run.sh <==
#!/bin/bash
# OpenROAD 26Q1-2900-gdf79404cd8, Yosys 0.63+post, stock flow scripts
make -C /OpenROAD-flow-scripts/flow DESIGN_CONFIG=/design/flow/config.mk WORK_HOME=/design/flow/orfs finish
==> /design/flow/config.mk <==
export PLATFORM = sky130hd
export DESIGN_NAME = mul_signed_64
export DESIGN_NICKNAME = mul_signed_64
export VERILOG_FILES = /design/flow/design.v
export SDC_FILE = /design/flow/constraint.sdc
export NUM_CORES = 4
export LEC_CHECK = 1
export CORE_UTILIZATION = 30
==> /design/flow/constraint.sdc <==
current_design mul_signed_64

set clk_period 72.6
set clk_io_pct 0.2

create_clock -name clk0 -period $clk_period [get_ports {clk}]

set non_clock_inputs [all_inputs -no_clocks]
set_input_delay [expr $clk_period * $clk_io_pct] -clock clk0 $non_clock_inputs
set_output_delay [expr $clk_period * $clk_io_pct] -clock clk0 [all_outputs]
==> ci_impl_report.md <==
### Flow metrics

| Metric | Value |
|---|---|
| Global-route wire length before repair | 816000 µm |
| Max Root-Sink Buffers | 4 |
| Status | finished with violations |
| Post-synth top area cell | edfxtp_1 |
| Vias in the first global route | 117000 |
| Syn Inst Count | 13700 |
| Crit path kind | in2reg |
| PortBufs | 259 |
| Endpoints failing hold | 0 |
| Most frequent cells after synthesis | inv_1, fa_1, a22oi_1 |
| Die H | 725 µm |
| Final worst slack | 53.11 ns |
| Layout area overhead | 11.3% |
| CP endpoint kind | flop |
| Hold crit path type | reg2reg |
| All-layer global routing usage | 0.226 |
| Register area | 0.0467 mm² |
| FMAX | 51.3 MHz |
| Commonest flop | edfxtp_1 |
| Share of layout cells above drive strength 1 | 0.0634 |
| Hold WS | 0.391 ns |
| TritonCTS buffer count | 199 |
| Largest net degree at the start of global routing | 115 |
| Drt first pass iters | 8 |
| Worst rel slew slack | -0.0835 |
| Total die size | 0.526 mm² |
| Number of setup violations in the final report | 0 |
| Logic area | 0.0966 mm² |
| Synth warn | 5 |
| Hold Crit Depth | 0 |
| Startpoint Class | input pin |
| Hold buffer count at cts | 0 |
| Core area | 0.521 mm² |
| RePlAce Congestion | 1.00 |
| TritonCTS sink count | 1557 |
| DR WL/cell | 27.4 µm |
| Number of enable flip-flop cells | 1553 |
| Mapped Area | 0.157 mm² |
| # fillers | 50900 |
| CTS Root Buffer Type | clkbuf_16 |
| Arrival time at the worst endpoint | 20.05 ns |
| Max cap viols | 1 |
| WL final | 562000 µm |
| Hpwl dp | 385000 µm |
| Synthesis area per yosys | 0.157 mm² |
| Iter 0 DRT Violations | 9081 |
| Final slew viol count | 3 |
| Top cells by area | edfxtp_1, fa_1, xor2_1 |
| Count leader, synth | inv_1 |
| Tool warnings | 62 |
| Pre-CTS WS | 52.21 ns |
| Floorplan utilization | 0.301 |
| Remaining antenna violation count | 0 |
| Via density | 5.23 |
| Setup TNS | 0 ns |
| RSZ-0062 raised after global routing | no |
| Flops after synth | 1557 |
| Latency at later pin | 1.02 ns |
| Worst-path clk slew | 0.06 ns |
| # DRC | 0 |
| Post-CTS setup repair buffer count | 0 |
| Avg Synthesized Cell Area | 11.5 µm² |
| Crit share post-route | 0.269 |
| Cell Area, Placed | 0.168 mm² |
| Post-layout min period | 19.49 ns |
| Crit path DRT | 73.16 ns |
| FP Rows | 265 |
| I/O pins | 260 |
| CP max FO | 55 |
| Yosys cell count | 13700 |
| Grt total ovfl | 0 |
| Post-synth ARST share | 0.00257 |
| Largest type area fraction | 0.297 |
| Post-route cell area | 0.175 mm² |
| Die W | 725 µm |
| Initial antenna violation count | 21 |
| Worst reg-to-reg path cell count | 16 |
| Via Count | 107000 |
| Clk_skew | 0.155 ns |
| Resized cells post-CTS | 0 |
| Slew @ Worst Pin | 1.62 ns |
| Distinct cells, synth | 72 |
| Failing checks | capacitance limit, slew limit |
| CTS tree | done |
| Htree depth | 4 |
| Register share after synthesis | 0.298 |
## cells by family (layout without fill, tap and decap cells)
| family | count (synthesis) | after routing | share of synthesized area |
|---|---|---|---|
| compound gates | 2371 | 2371 | 0.112 |
| other cells | 0 | 9 | 0 |
| simple gates | 533 | 533 | 0.0152 |
| flops | 1557 | 1557 | 0.298 |
| fa+ha+maj | 3096 | 3096 | 0.355 |
| mux | 1 | 1 | 0.0000717 |
| buf+inv | 3778 | 3674 | 0.0903 |
| xor+xnor | 2325 | 2325 | 0.130 |
## final timing paths
check,startpoint,endpoint,slack (ns)
max,rst_n,latch1.x[1447],53.11
min,latch2.vld_out,latch3.vld_out,0.39
max reg2reg,latch0.x[95],latch1.x[767],65.78
min reg2reg,latch2.vld_out,latch3.vld_out,0.39
max in group asynchronous,rst_n,latch0.vld_out,58.49
min in group asynchronous,rst_n,latch3.vld_out,13.96
## cell type report
type / instances / share of cell area
Sequential cell: 1557 / 0.267
Antenna cell: 9 / 0.000129
Inverter: 2593 / 0.0557
Tap cell: 6942 / 0.0497
Timing Repair Buffer: 719 / 0.0367
Clock inverter: 126 / 0.00800
Multi-Input combinational cell: 8326 / 0.553
Clock buffer: 236 / 0.0299
## flip-flops by register name, summed over array words and instances, names as in the netlist
register / count
latch0.vld_out: 1
latch2.vld_out: 1
latch1.vld_out: 1
latch0.x: 128
latch3.x: 128
latch2.x: 253
latch3.vld_out: 1
latch1.x: 1044
## placed cells by master, fill, tap and decap left out, types with 13 or more instances in the layout
cell type	synthesis	layout
inv_1	2593	2593
fa_1	2278	2277
nor2b_4	0	58
o21ai_0	51	51
nand3_1	15	15
nor2_1	284	283
a21oi_1	66	65
buf_4	0	430
clkbuf_16	0	204
clkinvlp_4	0	17
a211oi_1	61	61
ha_1	761	756
xor2_1	1721	1720
a22oi_1	1960	1960
xnor2_1	602	602
clkdlybuf4s50_1	0	259
clkbuf_1	823	32
edfxtp_1	1553	1553
a211o_1	14	14
a221oi_1	67	67
clkinv_2	0	24
o31ai_1	13	13
bufinv_16	0	24
nor3_1	21	21
o211ai_1	16	16
buf_12	0	29
maj3_1	46	46
nand2_1	89	88
o22ai_1	33	33
clkinv_1	0	36
a31oi_1	24	24
## metrics by stage
step	instances	util
2_1_floorplan	13700	-
3_3_place_gp	20100	0.323
3_5_place_dp	20100	0.323
4_1_cts	20500	0.336
5_1_grt	20500	0.336
6_report	20500	0.336
## critical path, stage by stage
cell             delay (ns)
clkdlybuf4s50_1        0.47
buf_4                  0.19
and2_4                 0.60
buf_4                  0.73
buf_4                  0.65
buf_4                  0.60
buf_4                  0.67
buf_4                  0.63
buf_4                  0.68
## layer usage
metal  vias up  GRT usage  part of all wire
li1      44100          -                 -
met1     53300      0.266              0.34
met2      7674      0.317              0.43
met3      2172      0.141              0.15
met4        30      0.125             0.074
met5         -     0.0154            0.0016
