==> /design/flow/design.v <==
`timescale 100ps/100ps
module cas
#(
    parameter A = 0,
    parameter B = 0
)(
    input clk,
    input rst_n,
    input vld_in,
    input[(2**5)*8-1:0] a,
    output reg vld_out,
    output reg[(2**5)*8-1:0] x
);
always @(posedge clk or negedge rst_n)
begin
    if(!rst_n)
    begin
        vld_out <= 0;
    end else
        vld_out <= vld_in;
    begin
    end
end
parameter INC = 2**B;
parameter SEG = 2**(5-A-1);
parameter CNT = 2**(A-B);
parameter LEN = 2**(A+1);
genvar i, j, k;
generate
for(i = 0; i < SEG; i = i + 1)
for(j = 0; j < CNT; j = j + 1)
for(k = 0; k < INC; k = k + 1)
begin
    localparam m = i*LEN+2*j*INC+k;
    localparam n = i*LEN+2*j*INC+k+INC;
    wire[8-1:0] u = a[m*8+8-1:m*8];
    wire[8-1:0] v = a[n*8+8-1:n*8];
    if(i%2)
    begin
        always @(posedge clk)
        begin
            x[m*8+8-1:m*8] <= u > v ? u : v;
            x[n*8+8-1:n*8] <= u > v ? v : u;
        end
    end else
    begin
        always @(posedge clk)
        begin
            x[m*8+8-1:m*8] <= u > v ? v : u;
            x[n*8+8-1:n*8] <= u > v ? u : v;
        end
    end
end
endgenerate
endmodule
module latch_din(
    input clk,
    input rst_n,
    input vld_in,
    input[(2**5)*8-1:0] a,
    output reg vld_out,
    output reg[(2**5)*8-1:0] x
);
always @(posedge clk or negedge rst_n)
begin
    if(!rst_n)
    begin
        vld_out <= 0;
    end else
    begin
        vld_out <= vld_in;
        if(vld_in) x <= a;
    end
end
endmodule
module sort(
    input clk,
    input rst_n,
    input vld_in,
    input[(2**5)*8-1:0] a,
    output vld_out,
    output[(2**5)*8-1:0] x
);
parameter STAGE = 5*(5+1)/2;
wire vld[STAGE:0];
wire[(2**5)*8-1:0] d[STAGE:0];
genvar i, j;
generate
for(i = 0; i < 5; i = i + 1)
begin
    for(j = i; j >= 0; j = j - 1)
    begin
    localparam k = i*(i+1)/2+i-j;
    cas #(i, j) s(
        .clk(clk),
        .rst_n(rst_n),
        .vld_in(k == 0 ? vld_in : vld[k]),
        .a(k == 0 ? a : d[k]),
        .vld_out(vld[k+1]),
        .x(d[k+1])
    );
    end
end
assign vld_out = vld[STAGE];
assign x = d[STAGE];
endgenerate
endmodule
module sort_32_u8(
    input clk,
    input rst_n,
    input vld_in,
    output vld_out,
    input[7:0] din_0,
    input[7:0] din_1,
    input[7:0] din_2,
    input[7:0] din_3,
    input[7:0] din_4,
    input[7:0] din_5,
    input[7:0] din_6,
    input[7:0] din_7,
    input[7:0] din_8,
    input[7:0] din_9,
    input[7:0] din_10,
    input[7:0] din_11,
    input[7:0] din_12,
    input[7:0] din_13,
    input[7:0] din_14,
    input[7:0] din_15,
    input[7:0] din_16,
    input[7:0] din_17,
    input[7:0] din_18,
    input[7:0] din_19,
    input[7:0] din_20,
    input[7:0] din_21,
    input[7:0] din_22,
    input[7:0] din_23,
    input[7:0] din_24,
    input[7:0] din_25,
    input[7:0] din_26,
    input[7:0] din_27,
    input[7:0] din_28,
    input[7:0] din_29,
    input[7:0] din_30,
    input[7:0] din_31,
    output[7:0] dout_0,
    output[7:0] dout_1,
    output[7:0] dout_2,
    output[7:0] dout_3,
    output[7:0] dout_4,
    output[7:0] dout_5,
    output[7:0] dout_6,
    output[7:0] dout_7,
    output[7:0] dout_8,
    output[7:0] dout_9,
    output[7:0] dout_10,
    output[7:0] dout_11,
    output[7:0] dout_12,
    output[7:0] dout_13,
    output[7:0] dout_14,
    output[7:0] dout_15,
    output[7:0] dout_16,
    output[7:0] dout_17,
    output[7:0] dout_18,
    output[7:0] dout_19,
    output[7:0] dout_20,
    output[7:0] dout_21,
    output[7:0] dout_22,
    output[7:0] dout_23,
    output[7:0] dout_24,
    output[7:0] dout_25,
    output[7:0] dout_26,
    output[7:0] dout_27,
    output[7:0] dout_28,
    output[7:0] dout_29,
    output[7:0] dout_30,
    output[7:0] dout_31
);
wire vld;
wire[255:0] x;
latch_din l(
    .clk(clk),
    .rst_n(rst_n),
    .vld_in(vld_in),
    .a({din_31,din_30,din_29,din_28,din_27,din_26,din_25,din_24,din_23,din_22,din_21,din_20,din_19,din_18,din_17,din_16,din_15,din_14,din_13,din_12,din_11,din_10,din_9,din_8,din_7,din_6,din_5,din_4,din_3,din_2,din_1,din_0}),
    .vld_out(vld),
    .x(x)
);
sort s(
    .clk(clk),
    .rst_n(rst_n),
    .vld_in(vld),
    .a(x),
    .vld_out(vld_out),
    .x({dout_31,dout_30,dout_29,dout_28,dout_27,dout_26,dout_25,dout_24,dout_23,dout_22,dout_21,dout_20,dout_19,dout_18,dout_17,dout_16,dout_15,dout_14,dout_13,dout_12,dout_11,dout_10,dout_9,dout_8,dout_7,dout_6,dout_5,dout_4,dout_3,dout_2,dout_1,dout_0})
);
endmodule
==> /design/flow/run.sh <==
#!/bin/bash
# OpenROAD 26Q1-2900-gdf79404cd8, Yosys 0.63+post, stock flow scripts
make -C /OpenROAD-flow-scripts/flow DESIGN_CONFIG=/design/flow/config.mk WORK_HOME=/design/flow/orfs finish
==> /design/flow/config.mk <==
export PLATFORM = sky130hd
export DESIGN_NAME = sort_32_u8
export DESIGN_NICKNAME = sort_32_u8
export VERILOG_FILES = /design/flow/design.v
export SDC_FILE = /design/flow/constraint.sdc
export NUM_CORES = 4
export LEC_CHECK = 1
export CORE_UTILIZATION = 50
==> /design/flow/constraint.sdc <==
current_design sort_32_u8

set clk_period 3.7
set clk_io_pct 0.2

create_clock -name clk0 -period $clk_period [get_ports {clk}]

set non_clock_inputs [all_inputs -no_clocks]
set_input_delay [expr $clk_period * $clk_io_pct] -clock clk0 $non_clock_inputs
set_output_delay [expr $clk_period * $clk_io_pct] -clock clk0 [all_outputs]
==> metrics.csv <==
metric,value,unit
status,finished clean,
fmax,336,MHz
placed cell areas,228000,sq um
initial antenna violation count,35,
vias in the first global route,150000,
worst path arrival time,3740,ps
Post-Synthesis Cells,23400,
hold path depth,1,
"flops & latches, synth",4112,
largest net degree at the start of global routing,85,
GRT Util Overall,27.0,%
reg-to-reg setup timing slack,720,ps
clock latency on the worst-skew pair,1000,ps
Final min period,2980,ps
Worst Path Max Fanout,33,
area of the die,446000,sq um
FP Util,50.2,%
Yosys chip area,222000,sq um
final setup fails,0,
r2r endpoint,s.genblk1[4].genblk1[4].s.x[251],
core box area,441000,sq um
Bufs on Longest Clock Path,4,
Hold Crit Start,vld_in,
Crit path required time,4470,ps
CP Launch Type,flip-flop,
Least-Margin Pin Slew,1040,ps
Overflow after GRT,0,
setup clock skew after layout,43.9,ps
final wirelength,597000,um
"top cells, area","dfxtp_1 (35%), ha_1 (11%), a221o_1 (9.5%), mux2_2 (7.6%), nand3_1 (4.7%)",
Post-CTS Hold Buffers,1,
RR Startpoint,s.genblk1[3].genblk1[0].s.x[255],
final hold vios,0,
unrepaired setup endpoints after global routing,false,
hold endpoint,l.vld_out,
placer congestion estimate,0.979,
min-delay worst type,input port to flip-flop,
Vias per Instance,5.70,
cell taking the most area after synthesis,dfxtp_1,
Syn-to-layout area delta,10.5,%
most frequent cells after synthesis,"dfxtp_1 (3840), nand2_1 (2786), a221o_1 (2096), nand3_1 (2096), inv_1 (2051)",
reg2reg path depth,7,
number of enable flip-flop cells,256,
post-synthesis sequential area ratio,38.3,%
1st-iter DRT viols,13300,
Synth async-reset ratio,0.389,%
setup TNS,0,ps
Rows,244,
CTS tree,built,
# port buffers,515,
floorplan die width,668,um
"CTS clk-pin slew, worst paths",60,ps
relative slew slack,30.6,%
Util after Layout,55.4,%
CTS sink count,4112,
critical path endpoint category,flip-flop,
CTS buffer count,447,
Root Driver,clkbuf_16,
simple share,14.6,%
"Cell Area, Synth",222000,sq um
comb area leader,AND-OR/OR-AND gates,
setup bufs post-CTS,0,
Detail Route Antenna Nets,0,
kind of critical path,flip-flop to flip-flop,
period utilization,80.5,%
"Adder Share, Synth",10.8,%
final instance area,245000,sq um
first-pass GRT wire length,908000,um
detailed-route wire length per cell,20.0,um
ao+oa area frac,21.5,%
XORs/XNORs by Area,0,%
# resized after CTS,0,
Vias,170000,
most frequent cell after synthesis,dfxtp_1,
ys flop type,dfxtp_1,
Post-DP HPWL,458000,um
I/O pin count,516,
Crit. Startpoint,s.genblk1[3].genblk1[0].s.x[255],
Top cell area share,34.7,%
Yosys warnings,17,
# fillers,37400,
max-slew violations,0,
DR pass1 iterations,32,
H-tree depth,5,
MUX area fraction,7.81,%
layout cells sized above 1,15.7,%
final routed DRC violation total,0,
Max-Cap Viols,0,
Tool Warnings,27,
cells in synth_stat.txt,23400,
post-synthesis cell type count,39,
die height,668,um
Mapped Avg Cell Area,9.45,sq um
cells by family (layout without fill, tap and decap cells):
family | count (synthesis) | count (layout)
and+or+nand+nor | 6164 | 6164
AOI/OAI and AO/OA | 6512 | 6512
DFF | 4112 | 4112
adders and majority gates | 1920 | 1920
muxes | 1530 | 1530
other | 0 | 106
buffers and inverters | 3208 | 3656
flip-flops by register name, indices dropped and copies added, names as in the netlist:
| signal | cells |
|---|---|
| s.genblk1.genblk1.s.vld_out | 15 |
| l.x | 256 |
| l.vld_out | 1 |
| s.genblk1.genblk1.s.x | 3840 |
worst max path at each step:
stage	end	slack (ps)	cells after the start
4_1_cts	s.genblk1[4].genblk1[3].s.x[255]	730	6
6_report	s.genblk1[4].genblk1[4].s.x[251]	720	7
5_1_grt	s.genblk1[4].genblk1[3].s.x[251]	630	6
per-layer routing:
layer / up-vias / track usage [%] / wire length, um
li1: 86900 / - / -
met1: 78600 / 38.5 / 264000
met2: 3981 / 42.6 / 277000
met3: 982 / 3.11 / 25800
met4: 18 / 11.4 / 30400
met5: - / 0 / 126
cell usage in the layout, fill, tap and decap left out, drive strengths merged, types with 117 or more instances in the layout:
cell type / Yosys / final
mux2: 1530 / 1530
nand4: 242 / 242
nand3: 2096 / 2096
o221a: 214 / 214
edfxtp: 256 / 256
nor2: 323 / 323
and4: 238 / 238
clkbuf: 236 / 574
nand2: 2786 / 2786
a221o: 2096 / 2096
ha: 1920 / 1920
a211oi: 216 / 216
a21oi: 849 / 849
inv: 2051 / 2075
buf: 921 / 254
clkinv: 0 / 117
dfxtp: 3840 / 3840
clkdlybuf4s50: 0 / 515
nor3b: 131 / 131
nand2b: 131 / 131
o21ai: 2919 / 2919
metrics by stage:
step           setup WS (ps)  instances  hold WS, ps
2_1_floorplan            728      23400          331
3_3_place_gp             769      29000          333
3_5_place_dp             767      29000          335
4_1_cts                  732      29800          130
5_1_grt                  633      29900          172
6_report                 723      29900          209
critical path: stages, from the launching register on:
cell	delay (ps)
dfxtp_1	410
inv_1	60
ha_1	330
a21oi_1	200
o21ai_2	70
buf_4	230
o21ai_2	570
a221o_1	870
layout make-up:
| type | instances | area (sq um) | area share (%) |
|---|---|---|---|
| inverters | 2051 | 7700 | 3.15 |
| repair buffers | 770 | 7080 | 2.89 |
| well taps | 5904 | 7390 | 3.02 |
| clock inverters | 261 | 3560 | 1.45 |
| multi-input cells | 16100 | 121000 | 49.5 |
| flip-flops and latches | 4112 | 85000 | 34.7 |
| clock buffers | 574 | 12600 | 5.14 |
| diodes | 106 | 265 | 0.108 |
